File: /design/flow/config.mk
export PLATFORM = sky130hd
export DESIGN_NAME = alu
export DESIGN_NICKNAME = alu
export VERILOG_FILES = /design/flow/design.v
export SDC_FILE = /design/flow/constraint.sdc
export NUM_CORES = 4
export LEC_CHECK = 1
export CORE_AREA = 10 10 75 75
export DIE_AREA = 0 0 85 85
File: /design/flow/constraint.sdc
current_design alu

set clk_period 10.6
set clk_io_pct 0.2

create_clock -name clk0 -period $clk_period

set non_clock_inputs [all_inputs -no_clocks]
set_input_delay [expr $clk_period * $clk_io_pct] -clock clk0 $non_clock_inputs
set_output_delay [expr $clk_period * $clk_io_pct] -clock clk0 [all_outputs]
File: /design/flow/design.v
module alu(x,y,z,sign,zero,carry,parity,overflow);
input [15:0]x,y;
output [15:0]z;
output sign,zero,carry,parity,overflow;
assign {carry,z}=x+y;
assign sign=z[15];
assign zero=~|z;
assign parity=~^z;
assign overflow=(x[15]&y[15]&~z[15])|(~x[15]&~y[15]&z[15]);
endmodule
File: /design/flow/run.sh
#!/bin/bash
# OpenROAD 26Q1-2900-gdf79404cd8, Yosys 0.63+post, stock flow scripts
make -C /OpenROAD-flow-scripts/flow DESIGN_CONFIG=/design/flow/config.mk WORK_HOME=/design/flow/orfs finish
==> metrics.sh <==
TOTAL_POWER_uW=166
ANTENNADIODECOUNT=0
NET-SWITCHING-POWER_uW=60.6
GRT-OVFL-TOTAL=0
FINALSETUPVIOLCOUNT=0
POSTSYNTHAREAPERCELL_UM2=7.75
HOLD_PATH.CLASS='in -> out'
MAX_CAPACITANCE_VIOLATION_COUNT=0
CTS_HOLD_BUFFERS=0
FINAL.FILL_COUNT=414
LAYOUT_MIN_CYCLE_TIME_NS=7.76
CRITICAL_PATH.MOST_COMMON_CELL='sky130_fd_sc_hd__xnor2_1'
DRTANTENNAVIOLNETS=0
FP.COREAREA_MM2=0.00406
P_CLK_SHARE_PCT=0
SEQ_CELL_COUNT=0
CHIP_AREA_MM2=0.00723
ENDPOINT_KIND='primary output'
POWER_FRAC_SEQ_PCT=0
GRT_MAX_DEGREE=11
FRACTION_OF_LAYOUT_CELLS_WITH_A_SIZE_SUFFIX_ABOVE_1_PCT=6.81
COMBGATEAREA_MM2=0.00101
CTS.REPAIR.RESIZED=0
FINAL_CELL_COUNT_NO_FILL=241
PATH_DELAY_FAMILY='AND-OR/OR-AND gates'
CP_REQUIRED_NS=8.48
YOSYS_WARN_COUNT=0
GRT_ANTENNA_BEFORE_REPAIR=0
YOSYS_AREA_MM2=0.00111
WORST_SLEW_PIN_TRAN_NS=0.372
DRT-INITIAL-DRC-COUNT=39
SYNTHCELLS=143
SYNTH.AREA.TOP_CELLS='sky130_fd_sc_hd__ha_1, sky130_fd_sc_hd__xnor2_1, sky130_fd_sc_hd__inv_1'
IR_WORST_VDD_uV=46.9
TIMING.FINAL.HOLD_VIOLATIONS=0
RUN_STATUS='finished clean'
SYNTHDISTINCTLIBCELLS=41
CRITICAL_PATH.SLOWEST_CELL='sky130_fd_sc_hd__clkdlybuf4s50_1'
TOP_CELL='sky130_fd_sc_hd__ha_1'
GLOBAL_ROUTE_WIRE_LENGTH_BEFORE_REPAIR_UM=4970
POWER_REPORT.INTERNAL_TOTAL_uW=105
YOSYS_CELLS=143
AVGROUTEDWIREPERCELL_UM=12.1
TOTALWIRELENGTH_UM=2920
NETLIST_AREA_MM2=0.00111
FIRSTDRTPASSITERS=4
PORT_BUFFERS=53
FP-ROW-COUNT=23
CP_CELL_INSTANCES='clkdlybuf4s50_1 > ha_1 > inv_1 > fa_1 > nor2b_4 > o31a_1 > o31a_4 > a31oi_4 > mux2i_1 > o2111a_1 > ha_1 > xnor2_1 > xnor2_1 > xnor2_1 > clkdlybuf4s50_1'
SYNTHTOPCELLSBYCOUNT='sky130_fd_sc_hd__ha_1, sky130_fd_sc_hd__inv_1, sky130_fd_sc_hd__xnor2_1'
FF_LATCH_AREA_UM2=0
IO_PINS=53
GRT_SETUP_UNREPAIRED='no'
LARGEST_AREA_CELL='sky130_fd_sc_hd__ha_1'
TOTAL_NUMBER_OF_WARNINGS_ACROSS_THE_STAGE_LOGS=33
FINAL_CORE_UTIL_PCT=41.3
CP.ARRIVAL_NS=5.64
DIE_H_UM=85
INIT_CORE_UTIL_PCT=27.3
SYNTHDOMINANTCELLAREASHARE_PCT=28.2
DETAILED_ROUTE_DRC_ERROR_COUNT=0
CRITPATHMAXSTAGEDELAY_NS=0.48
CTS.REPAIR_TIMING.SETUP_BUFFER_COUNT=0
FINAL_CRITICAL_PATH_SHARE_OF_THE_CLOCK_PERIOD_PCT=73.2
SYNTH.YOSYS.SEQ_AREA_SHARE_PCT=0
TRACK_USAGE_PCT=7.63
WORSTPATHBUFFERINVERTERCOUNT=3
POWER_DENSITY_mW_PER_MM2=99.0
VIA_COUNT=1098
TIMING.FINAL.MAX_SLEW_VIOLATIONS=0
DIE_W_UM=85
STATIC-LEAKAGE-POWER_uW=0.000755
FIN_TNS_SETUP_NS=0
MAX_FREQ_MHz=129
RATIO_OF_ROUTED_VIAS_TO_STANDARD_CELLS=4.56
AREA.GROWTH.SYNTH_TO_FINAL_PCT=51.0
PLACE_CONGESTION=0.813
NUMBER_OF_GLOBAL_ROUTE_VIAS_BEFORE_REPAIR=1129
SLEW_HEADROOM_PCT=74.9
CRIT_TYPE='in -> out'
COMBPWRFRAC_PCT=100.0
PLACEDCELLCOUNT=241
PLACE_HPWL_UM=2680
CRITPATHLAUNCHTYPE='input port'
PATH_MAX_FANOUT=4
SW_FRAC_OF_TOTAL_PCT=36.6
N_CLOCK_BUFFER=0
## power groups by stage
stage / Clock [uW] / Sequential (uW) / Combinational (uW)
4_1_cts: 0 / 0 / 170
5_1_grt: 0 / 0 / 186
6_report: 0 / 0 / 166
## layout by cell type (no fill, tap or decap), types with 2 or more instances in the layout
cell and count:
sky130_fd_sc_hd__o21ai_0 9, sky130_fd_sc_hd__o31a_1 2, sky130_fd_sc_hd__clkdlybuf4s50_1 53, sky130_fd_sc_hd__o21a_1 2, sky130_fd_sc_hd__inv_1 17, sky130_fd_sc_hd__nand2_1 8
sky130_fd_sc_hd__a211oi_1 2, sky130_fd_sc_hd__nand3_1 2, sky130_fd_sc_hd__xor2_1 7, sky130_fd_sc_hd__a21o_2 2, sky130_fd_sc_hd__a21oi_1 10, sky130_fd_sc_hd__nand4_1 2
sky130_fd_sc_hd__nor2_1 7, sky130_fd_sc_hd__ha_1 25, sky130_fd_sc_hd__a21o_1 7, sky130_fd_sc_hd__xnor2_1 13
## metal layers
layer	vias up	part of all wire (%)	global-route usage (%)
met5	-	0	0
met4	0	0	0.150
li1	600	-	-
met1	471	48	10.3
met3	0	7.4	2.02
met2	27	44	12.5
## kinds of logic (layout without fill, tap and decap cells)
logic type / count (synthesis) / in the layout / synth area share [%]
AOI/OAI and AO/OA: 45 / 45 / 30.5
xor gates and xnor gates: 20 / 20 / 15.8
adders and majority gates: 26 / 26 / 30.0
buffers and inverters: 23 / 71 / 8.58
muxes: 2 / 2 / 1.92
and+or+nand+nor: 27 / 27 / 13.2
## tightest hold or removal path, delay by kind of cell
kind                     cells  cell delay (ns)
buffers and inverters        2             0.92
adder cells (fa/ha/maj)      1             0.13
## final timing paths
| path | from | to | slack (ns) | cells past startpoint |
|---|---|---|---|---|
| worst max-delay path | y[0] | parity | 2.84 | 15 |
| worst min-delay path | x[0] | z[0] | 5.29 | 3 |
## through the flow
stage / instance area (um^2) / setup WS, ns / hold WS, ns
final: 1670 / 2.84 / 5.29
after global routing: 1670 / 2.63 / 5.35
after CTS: 1670 / 2.84 / 5.30
after detailed placement: 1670 / 2.85 / 5.31
after global placement: 1670 / 2.91 / 5.31
after floorplan: 1110 / 3.94 / 4.33
## layout make-up
cell class	instances	area share, %
inverters	18	4.04
well taps	50	3.74
repair buffers	53	31.7
multi-input cells	120	60.5
Power figures rest on the tool's default switching activity, not on a simulated workload.
