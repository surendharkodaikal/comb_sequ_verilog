==> ./design.v <==
module xor_bitwise(out,a,b);
parameter N=16;
input [N-1:0] a,b;
output [N-1:0] out;
genvar p;
generate	for(p=0;p<N;p=p+1)
	begin : xorlp 
	xor XG(out[p],a[p],b[p]);
end
endgenerate
endmodule
==> ./run.sh <==
#!/bin/bash
# OpenROAD 26Q1-2900-gdf79404cd8, Yosys 0.63+post, stock flow scripts
make -C /OpenROAD-flow-scripts/flow DESIGN_CONFIG=/design/flow/config.mk WORK_HOME=/design/flow/orfs finish
==> ./config.mk <==
export PLATFORM = sky130hd
export DESIGN_NAME = xor_bitwise
export DESIGN_NICKNAME = xor_bitwise
export VERILOG_FILES = /design/flow/design.v
export SDC_FILE = /design/flow/constraint.sdc
export NUM_CORES = 4
export LEC_CHECK = 1
export CORE_AREA = 10 10 70 70
export DIE_AREA = 0 0 80 80
==> ./constraint.sdc <==
current_design xor_bitwise

set clk_period 1.0
set clk_io_pct 0.2

create_clock -name clk0 -period $clk_period

set non_clock_inputs [all_inputs -no_clocks]
set_input_delay [expr $clk_period * $clk_io_pct] -clock clk0 $non_clock_inputs
set_output_delay [expr $clk_period * $clk_io_pct] -clock clk0 [all_outputs]
==> summary.rpt <==
==== FLOW RESULTS ====
----------------------------------------------------
[Logic synthesis]
  Avg Inst Size Synth ........................ 8.76 sq um
  Top cells by count, synth ........................ 16 x sky130_fd_sc_hd__xor2_1
  Most area-hungry cell type in the Yosys netlist ........................ sky130_fd_sc_hd__xor2_1
  Warning count from the yosys run ........................ 0
  Number of distinct library cells after synthesis ........................ 1
  Ys cells ........................ 16
  Most common cell in the netlist ........................ sky130_fd_sc_hd__xor2_1
  Sequential cell area fraction in the yosys report ........................ 0
  Proportion of netlist area held by the largest area contributor ........................ 1.00
  Top area cell types ........................ sky130_fd_sc_hd__xor2_1 100%
  Netlist Area Pre-Place ........................ ~140 sq um
  Area reported by Yosys stat ........................ about 140 sq um
  Number of instances in the synthesized netlist ........................ 16

[Detailed routing]
  Detail-routed net length per standard cell ........................ ~12 um
  Iter 0 DRT Violations ........................ 1
  Diodes inserted ........................ 0
  Count of TritonRoute iterations in the first routing pass ........................ 2
  Drt via density ........................ around 2.6
  Total routed wirelength ........................ around 1.3 mm
  Remaining antenna violation count ........................ 0
  Total vias in the final route ........................ ~280
  Remaining design rule violation count ........................ 0

[Pwr]
  Power density of the placed cells ........................ 347 mW/mm^2
  Leakage power figure ........................ approximately 0.30 nW
  Power after layout ........................ 193 uW
  Worst vdd ir ........................ 0.0000691 V

[Global route]
  Largest net degree at the start of global routing ........................ 2
  Via count of the first global-routing pass ........................ approximately 320
  Global-route wire length before repair ........................ between 1.5 and 2 mm
  Total routing usage reported by global routing ........................ 0.0369
  GRT Residual Overflow ........................ 0
  Initial antenna violation count ........................ 0

[Critical path]
  Arrival time at the worst endpoint ........................ ~0.7 ns
  Setup Crit Path Kind ........................ input port to output port
  Required time reported for the critical path endpoint ........................ about 0.80 ns
  Kind of end point of the critical path ........................ output port
  Category of the worst setup path launch point ........................ input port
  Highest fanout seen on the critical path ........................ 1

[Timing]
  Worst-Margin Slew ........................ around 0.13 ns
  Setup repair after global routing missed its margin ........................ no
  Portion of the clock cycle consumed by the worst path in the final layout ........................ 0.920
  Worst slew margin relative to its limit ........................ 0.914
  Final Setup Violations ........................ 0
  Maximum clock rate ........................ 1.09 GHz
  Shortest clock period the worst path allows after layout ........................ slightly above 0.9 ns
  Max-slew violation total from the final report ........................ 0
  Final hold violations ........................ 0

[Place]
  Placed inst area ........................ a little under 700 sq um
  IO Port Bufs ........................ 48
  RePlAce Congestion ........................ slightly above 0.8

[Final layout]
  Clock tree buffer count of the final layout ........................ 0
  Sequential standard cell area ........................ 0 sq um
  Fraction of layout instances using a drive strength above 1 ........................ 0.250
  Layout Cell Area excl Fill ........................ 558 sq um
  Filler instances ........................ just over 400
  Area overhead of the layout relative to synthesis ........................ 298%
  Core utilization of the finished layout ........................ 0.163
  Flop Count ........................ 0

[Hold path]
  Min-Delay Path Class ........................ input port to output port

[Clock tree]
  Quantity of hold-fixing buffers added after cts ........................ 0

[Floorplanning]
  Vertical die dimension ........................ 80 um
  Site Rows ........................ 21
  Total Die Area ........................ 0.00640 sq mm
  DIE WIDTH ........................ roughly 80 um
  FP Core Util ........................ 0.0410
  Boundary Pins ........................ around 48
  Area inside the core boundary ........................ 0.00342 sq mm

[Run]
  Max cap viols ........................ 0
  Count of warning messages emitted by the tools ........................ 32

[Outcome]
  Run status ........................ finished clean

----------------------------------------------------
==> cell type report <==
type	count	area (sq um)	share of cell area
Timing Repair Buffer	48	360	0.646
Tap cell	46	57.6	0.103
Multi-Input combinational cell	16	140	0.251
==> per-stage QoR <==
stage / TNS (ns) / instances / setup slack [ns] / hold slack, ns
floorplan: 0 / 16 / 0.481 / 0.425
global placement: -8.47 / 110 / -0.570 / 1.33
detailed placement: -8.48 / 110 / -0.575 / 1.33
CTS: 0 / 110 / 0.0587 / 0.764
global route: 0 / 110 / 0.0235 / 0.774
finish: 0 / 110 / 0.0805 / 0.760
==> worst paths after layout <==
path	start	to	slack, ns	depth (start not counted)
worst max-delay path	a[10]	out[10]	0.08	3
worst min-delay path	b[13]	out[13]	0.76	3
==> repair_timing <==
| item | CTS | global route |
|---|---|---|
| gates resized | 87 | 0 |
| setup endpoints to repair | 16 | 0 |
| buffers inserted | 0 | 0 |
==> critical path, stage by stage <==
cell and delay, ns:
sky130_fd_sc_hd__dlygate4sd2_1 0.24, sky130_fd_sc_hd__xor2_1 0.15, sky130_fd_sc_hd__buf_2 0.14
==> layout by cell type (no fill, tap or decap) <==
master / instances
sky130_fd_sc_hd__xor2_1: 16
sky130_fd_sc_hd__dlygate4sd2_1: 32
sky130_fd_sc_hd__buf_2: 16
==> power by group <==
group / total (mW) / switching (mW) / internal (mW) / leakage (nW)
clock network: 0 / 0 / 0 / 0
logic: 0.193 / 0.0634 / 0.130 / 0.300
registers: 0 / 0 / 0 / 0
total: 0.193 / 0.0634 / 0.130 / 0.300
==> per-layer routing <==
metal,part of all wire,global-route usage,vias to the layer above
li1,-,-,144
met1,0.50,0.0508,110
met2,0.38,0.0578,30
met3,0.12,0.0125,0
met4,0,0,0
met5,0,0,-
==> logic make-up (layout without fill, tap and decap cells) <==
family,Yosys count,count (layout),share of synthesized area
buffers and inverters,0,48,0
xor gates and xnor gates,16,16,1.00
Power is estimated from default activity; no workload was simulated.
